--- run.sh ---
#!/bin/bash
# OpenROAD 26Q1-2900-gdf79404cd8, Yosys 0.63+post, stock flow scripts
make -C /OpenROAD-flow-scripts/flow DESIGN_CONFIG=/design/flow/config.mk WORK_HOME=/design/flow/orfs finish
--- config.mk ---
export PLATFORM = sky130hd
export DESIGN_NAME = max1282_control
export DESIGN_NICKNAME = max1282_control
export VERILOG_FILES = /design/flow/design.v
export SDC_FILE = /design/flow/constraint.sdc
export NUM_CORES = 4
export LEC_CHECK = 1
export CORE_UTILIZATION = 40
--- constraint.sdc ---
current_design max1282_control

set clk_period 5.9
set clk_io_pct 0.2

create_clock -name clk0 -period $clk_period [get_ports {sys_clk}]

set non_clock_inputs [all_inputs -no_clocks]
set_input_delay [expr $clk_period * $clk_io_pct] -clock clk0 $non_clock_inputs
set_output_delay [expr $clk_period * $clk_io_pct] -clock clk0 [all_outputs]
--- design.v ---
module max1282_control(
    input 		wire 		sys_clk			, 
    input 		wire 		sys_rst_n		, 
	 input 		wire 		dout				, 
	 input 		wire 		SSTRB				, 
    output 		reg 		cs_n				, 
    output 		wire 		sclk				, 
    output 		reg 		din				, 
	 output 		reg 		[7:0]data_1_H		, 
	 output 		reg 		[7:0]data_2_H		,
	 output 		reg 		[7:0]data_3_H		,
	 output 		reg 		[7:0]data_4_H		,
	 output 		reg 		[7:0]data_1_L		, 
	 output 		reg 		[7:0]data_2_L		,
	 output 		reg 		[7:0]data_3_L		,
	 output 		reg 		[7:0]data_4_L		,
	 output		reg 		uart_txen
);
localparam  		START_BIT = 1'b1;                
localparam  		UNI_BIP_BIT = 1'b1;              
localparam  		SGL_DIF_BIT = 1'b1;              
localparam [1:0]  PD1_PD0_BITS = 2'b11;           
localparam [2:0] CHANNEL_SELECT_CH0 = 3'b001;
localparam [2:0] CHANNEL_SELECT_CH1 = 3'b101;
localparam [2:0] CHANNEL_SELECT_CH2 = 3'b010;
localparam [2:0] CHANNEL_SELECT_CH3 = 3'b110;
localparam 		  IDLE = 3'b000,
                 SELECT_CHANNEL = 3'b001,
                 WRITE_CONTROL_WORD = 3'b010,
                 WAIT_FOR_CONV = 3'b011,
                 READ_DATA = 3'b100;
reg [2:0] state = IDLE;     
reg [7:0] control_word;    
reg [15:0] out_data;       
reg [1:0] sel;			      
reg [4:0]read_count;
integer i;
always @(posedge sys_clk or negedge sys_rst_n) begin
    if (!sys_rst_n) begin
        din <= 1'b0;
        state <= IDLE;
        out_data <= 16'b0000_0000_0000_0000;
        control_word <= 8'b00000000;
		  i <= 0;
		  read_count <= 0;   
    end else begin
        case (state)
            IDLE:begin
                if (i < 4) begin
                    state <= SELECT_CHANNEL;
						  sel <= i[1:0];
                end else begin
                    i <= 0;  
                    state <= IDLE;
                end
            end
            SELECT_CHANNEL: begin
                case (sel)
                    0: control_word <= {START_BIT , CHANNEL_SELECT_CH0 , SGL_DIF_BIT , UNI_BIP_BIT , PD1_PD0_BITS};
                    1: control_word <= {START_BIT , CHANNEL_SELECT_CH1 , SGL_DIF_BIT , UNI_BIP_BIT , PD1_PD0_BITS};
                    2: control_word <= {START_BIT , CHANNEL_SELECT_CH2 , SGL_DIF_BIT , UNI_BIP_BIT , PD1_PD0_BITS};
                    3: control_word <= {START_BIT , CHANNEL_SELECT_CH3 , SGL_DIF_BIT , UNI_BIP_BIT , PD1_PD0_BITS};
                    default: control_word <= {START_BIT , CHANNEL_SELECT_CH0 , SGL_DIF_BIT , UNI_BIP_BIT , PD1_PD0_BITS};
                endcase
                state <= WRITE_CONTROL_WORD;
            end
            WRITE_CONTROL_WORD: begin
							din <= control_word[7];  
							control_word <= control_word << 1;  
							if (control_word == 8'b0000_0000) begin
								state <= WAIT_FOR_CONV;  
							end
						end
            WAIT_FOR_CONV: begin
							if (SSTRB) begin
								state <= READ_DATA;
							end else begin
								state <= state;
							end
						end
            READ_DATA: begin
							if (read_count < 16) begin   
                        out_data <= {out_data[14:0], dout};   
                        read_count <= read_count + 1;   
                     end
                     if (read_count == 15) begin   
								i <= i + 1;
                        state <= IDLE;   
                        read_count <= 0;   
                     end
                end
            default : state <= IDLE;
        endcase
    end
end
assign sclk = ~sys_clk;
always @(posedge sys_clk or negedge sys_rst_n) 
	 if(sys_rst_n == 1'b0)
		  cs_n <= 1'b1;
    else if (state == WRITE_CONTROL_WORD || state == WAIT_FOR_CONV || state == READ_DATA) 
        cs_n <= 1'b0;
    else 
        cs_n <= 1'b1;
always @(posedge sys_clk or negedge sys_rst_n)begin
	if(sys_rst_n == 1'b0)begin
		data_1_H <= 8'd0;
		data_2_H <= 8'd0;
		data_3_H <= 8'd0;
		data_4_H <= 8'd0;
		data_1_L	<= 8'd0;
		data_2_L	<= 8'd0;
		data_3_L	<= 8'd0;
		data_4_L	<= 8'd0;
		uart_txen <= 1'b0;
		end
	else if(state == SELECT_CHANNEL)begin
		begin
		case(i[1:0])
		2'd0:begin
			data_4_H <= out_data[15:8];
			data_4_L <= out_data[7:0];
			end
		2'd1:begin
			data_1_H <= out_data[15:8];
			data_1_L <= out_data[7:0];
			end
		2'd2:begin
			data_2_H <= out_data[15:8];
			data_2_L <= out_data[7:0];
			end
		2'd3:begin
			data_3_H <= out_data[15:8];
			data_3_L <= out_data[7:0];
			end
		default : begin
		data_1_H <= data_1_H;
		data_1_L <= data_1_L;
		data_2_H <= data_2_H;
		data_2_L <= data_2_L;
		data_3_H <= data_3_H;
		data_3_L <= data_3_L;
		data_4_H <= data_4_H;
		data_4_L <= data_4_L;
		end
		endcase
		end
		uart_txen <= 1'b1;
		end
	else begin
		data_1_H <= data_1_H;
		data_2_H <= data_2_H;
		data_3_H <= data_3_H;
		data_4_H <= data_4_H;
		data_1_L <= data_1_L;
		data_2_L <= data_2_L;
		data_3_L <= data_3_L;
		data_4_L <= data_4_L;
		uart_txen <= 1'b0;
	end
end
endmodule
==> qor.txt <==
Status: complete, no violations
Fin Setup TNS: 0 ns
Psw: 0.647 mW
WP buf/inv: 4
Ys flop type: dfrtp_1
Peak VDD IR: 226 uV
Core box area: 0.0140 mm2
Synth warn: 1
Max Slew Vio Count: 0
Crit path max-delay family: buffers and inverters
Measured slew at the worst slew-check pin: 0.734 ns
Ports: 72
Final setup viols: 0
Most used cell, CP: clkbuf_16
Port Buffers: 71
Comb power frac: 12.6%
Syn Inst Count: 475
Placer Congestion: 0.847
Sw Ratio: 26.9%
DIE WIDTH: 122 um
Post-CTS setup buffers: 0
First-pass DRT Iterations: 4
FFs w/ async S/R, synth: 98.5%
Cell Area, Synth: 0.00579 mm2
Dominant cells by area after synthesis: dfrtp_1 (56%), mux2_2 (16%), a21oi_1 (3.0%)
P&R area growth vs syn: 25.2%
H-tree depth: 4
Largest net degree at the start of global routing: 60
Routed len/inst: 16.6 um
Total CTS buffers: 17
Total of max-cap violations: 0
CP Depth: 4
Setup slack, reg-to-reg: 3.05 ns
Setup crit end: sclk
CP required: 4.72 ns
Yosys reg bits: 133
Clock power frac: 42.3%
Avg Synthesized Cell Area: 12.2 um2
# rows: 43
Crit path launch: sys_clk
Resized Gates After CTS: 0
Final Cell Area: 0.00725 mm2
CTS tree: done
Reg-to-Reg End: i[15]
Hold buffers post-CTS: 0
GRT Util Overall: 18.5%
FP Util: 41.4%
Global route overflow: 0
Drt drc: 0
Slew HR: 51.0%
YS chip area: 0.00579 mm2
Post-layout utilization of the core: 51.8%
Final Hold Fails: 0
Vias in the first global route: 3,976
Tool Warnings: 30
Vias: 4,049
Post-DP HPWL: 7580 um
Worst Skew: 0.00926 ns
Setup CP Type: clk2out
Largest area contributor in the netlist: dfrtp_1
RSZ-0062 raised after global routing: no
Routed WL: 12,300 um
Yosys Instances: 475
Int Power: 1.76 mW
Layout cells sized above 1: 22.6%
Flip-flops with a built-in enable: 2
Synth cell count leaders: dfrtp_1 (130), mux2_2 (81), a21oi_1 (35)
Distinct lib cells: 43
Register area share after synthesis: 57.7%
Power per cell area: 332 mW/mm2
Die ar.: 0.0150 mm2
Worst-path clk slew: 0.05 ns
Leakage: 3.17 nW
Chip height: 122 um
CP max stage cell: clkdlybuf4s50_1
Max-area cell share: 56.2%
CP Launch Type: clock port
CP Cell Sequence: clkbuf_16 > clkbuf_16 > inv_1 > clkdlybuf4s50_1
Max clock buf depth: 2
Routed Antenna Nets: 0
Worst flop-to-flop path startpoint: state[1]
Synth top cell by count: dfrtp_1
Fill cells: 1,185
Root Driver: clkbuf_16
Initial antenna violation count: 0
CP max stage delay: 0.44 ns
Iteration-0 DRC count of the detailed router: 243
First-pass GRT wire length: 20,900 um
Worst skew pair latency: 0.41 ns
Via/cell ratio: 5.46
CP endpoint kind: output port
Total power: 2.41 mW
R2R cell count: 5
ANT cells: 0
Seq pwr share: 45.1%
Post-DP Area: 0.00667 mm2
Max FO, Critical Path: 16
Critical Path AT: 3.83 ns
HP Class: reg2reg
worst min path at each step:
stage / from / endpoint / slack [ns] / cells past startpoint
after CTS: read_count[4] / read_count[4] / 0.46 / 0
after global routing: read_count[4] / read_count[4] / 0.47 / 0
final: read_count[4] / read_count[4] / 0.45 / 0
layout make-up:
type	count	area (um2)	area share (%)
flip-flops and latches	133	3340	46.1
multi-input cells	305	2290	31.7
repair buffers	78	758	10.5
clock buffers	24	520	7.18
well taps	180	225	3.11
clock inverters	10	67.6	0.932
inverters	11	41.3	0.570
flip-flops by register name (all words and copies together) (netlist names):
| register | count |
|---|---|
| data_1_L | 8 |
| data_4_L | 8 |
| out_data | 16 |
| sel | 2 |
| read_count | 5 |
| state | 3 |
| i | 32 |
| data_4_H | 8 |
| uart_txen | 1 |
| control_word | 8 |
| data_3_L | 8 |
| data_2_H | 8 |
| din | 1 |
| data_2_L | 8 |
| data_3_H | 8 |
| data_1_H | 8 |
| cs_n | 1 |
per-layer routing:
metal | up-vias | GRT usage (%) | part of all wire (%) | wire [um]
met5 | - | 0 | 0 | 0
met4 | 0 | 1.83 | 0.86 | 105
met3 | 10 | 6.55 | 7.6 | 932
met2 | 107 | 26.4 | 45 | 5560
met1 | 2026 | 29.8 | 46 | 5680
li1 | 1906 | - | - | -
power by group through the flow:
stage / sequential (mW) / combinational [mW] / clock, mW
4_1_cts: 1.08 / 0.305 / 1.04
5_1_grt: 1.10 / 0.341 / 1.08
6_report: 1.09 / 0.302 / 1.02
through the flow:
step | hold WS, ns | instances | setup slack, ns
floorplan | 0.455 | 475 | 1.76
finish | 0.453 | 741 | 0.885
global placement | 0.448 | 709 | 1.31
CTS | 0.462 | 741 | 0.863
global route | 0.468 | 741 | 0.841
detailed placement | 0.450 | 709 | 1.31
logic make-up (layout without fill, tap and decap cells):
family / after synthesis / in the layout / share of synthesized area, %
flip-flops: 133 / 133 / 57.7
AND/OR/NAND/NOR: 128 / 128 / 13.1
AND-OR/OR-AND: 84 / 84 / 8.54
multiplexers: 81 / 81 / 15.8
buffers and inverters: 37 / 123 / 2.75
XOR/XNOR: 7 / 7 / 1.06
adder cells (fa/ha/maj): 5 / 5 / 1.08
placed cells by master (no fill, tap or decap), types with 2 or more instances in the layout:
| cell type | count |
|---|---|
| clkbuf_16 | 19 |
| a21oi_1 | 35 |
| xnor2_1 | 2 |
| dfrtp_1 | 130 |
| inv_1 | 11 |
| or4_1 | 17 |
| clkinv_2 | 2 |
| clkinv_4 | 3 |
| or4b_1 | 3 |
| o22ai_1 | 8 |
| or2_2 | 2 |
| o21ai_0 | 17 |
| o41ai_1 | 3 |
| and3_1 | 4 |
| and2_1 | 6 |
| nand2_1 | 18 |
| or3_1 | 10 |
| buf_4 | 9 |
| xor2_1 | 5 |
| ha_1 | 5 |
| mux2_2 | 81 |
| nand4_1 | 13 |
| nor4_1 | 9 |
| edfxtp_1 | 2 |
| o31ai_1 | 15 |
| inv_4 | 3 |
| and4_1 | 5 |
| clkbuf_8 | 2 |
| clkdlybuf4s50_1 | 70 |
| nand3_1 | 14 |
| nor2_1 | 20 |
| clkbuf_1 | 2 |
Power is estimated from default activity; no workload was simulated.
